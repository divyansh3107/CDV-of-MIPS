## flow/design.v

```verilog
`timescale 1ns / 1ps
module mux4to1(out,ctrl,in1,in2,in3,in4);
input [1:0]ctrl;
input [31:0]in1,in2,in3,in4;
output reg [31:0]out;
always @(in1,in2,in3,in4,ctrl)
begin
case(ctrl)
2'b00:out=in1;
2'b01:out=in2;
2'b10:out=in3;
2'b11:out=in4;
endcase
end
endmodule
```

## flow/run.sh

```bash
#!/bin/bash
# OpenROAD 26Q1-2900-gdf79404cd8, Yosys 0.63+post, stock flow scripts
make -C /OpenROAD-flow-scripts/flow DESIGN_CONFIG=/design/flow/config.mk WORK_HOME=/design/flow/orfs finish
```

## flow/config.mk

```make
export PLATFORM = sky130hd
export DESIGN_NAME = mux4to1
export DESIGN_NICKNAME = mux4to1
export VERILOG_FILES = /design/flow/design.v
export SDC_FILE = /design/flow/constraint.sdc
export NUM_CORES = 4
export LEC_CHECK = 1
export CORE_AREA = 10 10 84 84
export DIE_AREA = 0 0 94 94
```

## flow/constraint.sdc

```tcl
current_design mux4to1

set clk_period 1.1
set clk_io_pct 0.2

create_clock -name clk0 -period $clk_period

set non_clock_inputs [all_inputs -no_clocks]
set_input_delay [expr $clk_period * $clk_io_pct] -clock clk0 $non_clock_inputs
set_output_delay [expr $clk_period * $clk_io_pct] -clock clk0 [all_outputs]
```

==> results.ini <==
[status]
status=finished with violations
violations=setup timing

[logic_synthesis]
ys_seq_share_pct=0
mux_area_share_pct=89.4
syn_area_um2=815
yosys_warnings=1
logic_family=multiplexers
ys_sh_xor_pct=0
ys_sh_adder_pct=0
avgSynthCellArea_um2=20.9
aoi_share_pct=0
synth_cell_type_count=5
synth_cells=39
ys_cells=39
synthSimpleGateAreaFrac_pct=0
ys_area_um2=815

[global_route]
grt_pass1_wl_um=9270
antenna_found_initial=3
grt_usage_pct=14.2
grt-ovfl-total=0
grt_max_degree=17
first_global_vias=1401

[route]
via_per_inst=4.44
wl_um=6540
post-route-drc-count=0
firstDrtPassIters=4
wl_per_cell_um=23.7
vias=1225
final_antenna_net_count=0
drtIter0Drc=15

[worst_setup_path]
cp_cell_sequence=buf_16 -> buf_16 -> mux4_2 -> buf_6
slowest_delay_ns=0.50
path_class=primary input to primary output
worstPathRequired_ns=0.88
arrival_ns=1.13
path_max_fanout=8
worst-path-buf-inv=3
critPathTopFamily=multiplexers
cpMaxStageDelayCell=mux4_2
setup.worst_path.start_class=primary input
crit_top_cell=buf_16
crit_path_end_kind=primary output

[die]
die_area_um2=8840
io-pin-count=162
core_um2=5200
die_width_um=94
rows=26
fp_util_pct=15.6
die-height_um=94

[placement]
dpl_cell_area_um2=2490
place_worst_setup_slack_ns=-0.860
portBuffers=162
hpwl_um=5630
place_congestion=0.813

[sta]
relSlewSlack_pct=92.2
setup_tns_ns=-7.39
tightest_slew_ns=0.116
worst_slack_ns=-0.253
grt_setup_unrepaired=true
max_freq_mhz=739
finalMaxSlewViolations=0
setup-violations-final=32
min_period_ns=1.35
hold_viol=0
finalClockPeriodUsage_pct=123

[pwr]
leakage_nw=1.12
max-vdd-ir-drop_mv=0.192
power-per-cell-area_nw_per_um2=338

[cells_and_area]
flops=0
flop_area_um2=0
finalCoreUtilization_pct=45.5
area_growth_pct=191
n_fill_cell=544
clkbuf_count=0
drive_above_1_share_pct=36.9
final_cell_area_um2=2370

[job]
maxCapViolCount=0
tool_warnings=35

[cts]
hold_buffers=0

[worst_hold_path]
holdCritPathClass=primary input to primary output

synthesized netlist by cell type:
cell | count | area (µm²)
buf_12 | 3 | 60.1
buf_2 | 3 | 15.0
buf_6 | 1 | 11.3
mux4_1 | 2 | 52.6
mux4_2 | 30 | 676
power by group:
group            internal [W]  switching [W]
Combinational        0.000590       0.000211
Sequential                  0              0
Clock          0.000000000365              0
Total                0.000590       0.000211
kinds of logic after synthesis:
logic type | Yosys count
buffers and inverters | 7
multiplexers | 32
tightest hold or removal path: stages:
cell    delay (ns)
buf_16        0.14
mux4_2        0.24
buf_6         0.09
final timing paths:
path                     from  endpoint  cells after the start
worst max-delay path  ctrl[0]   out[20]                      4
worst min-delay path  ctrl[0]   out[29]                      3
layer usage:
layer  track usage, %  routed length [µm]
met5                0                   0
met2             24.8                3560
met3             5.33                 632
met1             16.2                2220
met4             2.78                 125
layout make-up:
| class | instances | area, µm² | area share [%] |
|---|---|---|---|
| antenna | 3 | 7.51 | 0.317 |
| tap | 70 | 87.6 | 3.70 |
| multi-input combinational | 32 | 721 | 30.4 |
| timing repair buffer | 171 | 1550 | 65.5 |
placed cells by master (no fill, tap or decap):
cell             instances
buf_16                   6
buf_4                    2
buf_2                   28
dlygate4sd2_1          124
diode_2                  3
buf_12                   3
mux4_2                  32
clkdlybuf4s15_1          4
buf_6                    4
through the flow:
| stage | total power, W | hold WS (ns) | cells |
|---|---|---|---|
| global placement | 0.000985 | 1.31 | 268 |
| floorplan | 0.000261 | 0.526 | 39 |
| CTS | 0.000820 | 0.927 | 273 |
| global route | 0.000864 | 0.933 | 275 |
| detailed placement | 0.000990 | 1.32 | 268 |
| finish | 0.000801 | 0.918 | 276 |
timing repair:
item	CTS	global route
cloned	5	0
setup endpoints to repair	32	32
resized	266	0
setup buffers	0	0
No activity file was given, so power comes from the tool's default toggle rates.

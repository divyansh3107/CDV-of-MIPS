==> flow/design.v <==
`timescale 1ns / 1ps
module execute(aluSrcA,aluSrcB,ctrl,EXaluOut,ALUzeroOp);
input [31:0] aluSrcA,aluSrcB;
input [1:0]ctrl;
output reg [31:0] EXaluOut;
output reg ALUzeroOp;
always @(aluSrcA,aluSrcB,ctrl)
begin
case(ctrl)
2'b00:begin
EXaluOut = (aluSrcA + aluSrcB);
ALUzeroOp=1'b0;
end
2'b01:begin
EXaluOut = (aluSrcA - aluSrcB);
ALUzeroOp=1'b0;
end
2'b10:begin
if(aluSrcA == aluSrcB)
ALUzeroOp=1;
else 
ALUzeroOp=0;
EXaluOut=32'b0;
end
2'b11:begin
if(aluSrcA != aluSrcB)
ALUzeroOp=1;
else 
ALUzeroOp=0;
EXaluOut=32'b0;
end
endcase
end
endmodule
==> flow/run.sh <==
#!/bin/bash
# OpenROAD 26Q1-2900-gdf79404cd8, Yosys 0.63+post, stock flow scripts
make -C /OpenROAD-flow-scripts/flow DESIGN_CONFIG=/design/flow/config.mk WORK_HOME=/design/flow/orfs finish
==> flow/config.mk <==
export PLATFORM = sky130hd
export DESIGN_NAME = execute
export DESIGN_NICKNAME = execute
export VERILOG_FILES = /design/flow/design.v
export SDC_FILE = /design/flow/constraint.sdc
export NUM_CORES = 4
export LEC_CHECK = 1
export CORE_UTILIZATION = 40
==> flow/constraint.sdc <==
current_design execute

set clk_period 26.9
set clk_io_pct 0.2

create_clock -name clk0 -period $clk_period

set non_clock_inputs [all_inputs -no_clocks]
set_input_delay [expr $clk_period * $clk_io_pct] -clock clk0 $non_clock_inputs
set_output_delay [expr $clk_period * $clk_io_pct] -clock clk0 [all_outputs]
==> qor.csv <==
stage,metric,value,unit
grt,globalRoute.totalOverflow,0,
critical_path,cp.required,21.52,ns
finish,drive_above_1_share,3.54,%
detailed_routing,drt-vias-per-instance,5.79,
worst_hold_path,hold_path.startpoint,aluSrcA[0],
detailed_routing,wire_per_inst,15.3,um
pwr,power.leakage,2.04,nW
final_timing,setup_viol,0,
final_timing,final.min_clock_period,14.46,ns
synth,synthCells,582,
floorplanning,fp.dieW,98.8,um
worst_hold_path,hold_path_depth,5,
synth,ys_seq_share,0,%
detailed_routing,route.antenna.diode_count,0,
floorplanning,io_pins,99,
placed_design,dp_hpwl,9420,um
placed_design,pre_cts_slack,12.46,ns
floorplanning,fp.dieH,98.8,um
worst_hold_path,min_to,EXaluOut[0],
floorplanning,initial_core_util,42.2,%
detailed_routing,drt_wl_total,11600,um
pwr,powerDensity,22.7,mW/mm^2
grt,grt_use_total,24.1,%
synth,yosys_area,0.00375,sq mm
critical_path,startpoint_type,input pin,
finish,clkbuf_count,0,
critical_path,crit_start,aluSrcB[0],
final_timing,slew_headroom,52.0,%
final_timing,tns,0,ns
placed_design,placed_area,0.00474,sq mm
final_timing,hold_violations,0,
critical_path,cp_max_fo,3,
finish,lay_top_count,clkdlybuf4s50_1,
finish,lay_top_cells,"clkdlybuf4s50_1, nor2_1, ha_1",
floorplanning,dieArea,0.00977,sq mm
synth,topCellsByArea,"ha_1, nor2_1, a21oi_1, xnor2_1, inv_1",
detailed_routing,drtPass1Iterations,5,
grt,grt_pass1_vias,4010,
final_timing,timing.final.ws_setup,12.44,ns
clock_tree,holdBufCountCts,0,
synth,ys_cells,582,
final_timing,whs,11.87,ns
flow_run,log.warning_count,64,
grt,antenna_found_initial,0,
final_timing,rsz0062_at_grt,no,
synth,yosysWarningCount,1,
finish,seq_cells,0,
clock_tree,cts-resized-gates,0,
final_timing,period_used_share,53.8,%
pwr,p_total,0.108,mW
critical_path,end_kind,primary output,
grt,grt_max_degree,47,
floorplanning,rows,34,
worst_hold_path,hp-class,in -> out,
final_timing,fmax,0.0691,GHz
final_timing,worstMarginPinSlew,0.711,ns
run_status,status,completed,
detailed_routing,vias,4380,
synth,synth_area_per_cell,6.44,sq um
finish,final_area,0.00474,sq mm
critical_path,cp.arrival,9.08,ns
finish,seq_area,0,sq um
synth,top_area_cell,ha_1,
synth,ys_types,68,
pwr,vdd_drop_max,9.36,uV
flow_run,cap_violations,0,
detailed_routing,drc,0,
finish,syn2layout_area_growth,26.5,%
synth,netlist_area,0.00375,sq mm
critical_path,critPathKind,in -> out,
final_timing,slew_violations,0,
detailed_routing,ant_nets,0,
clock_tree,cts_setup_buffers,0,
floorplanning,core_area,0.00889,sq mm
placed_design,finalWeightedCongestion,0.959,
grt,grt_pass1_wl,19400,um
synth,top_cell_area_share,21.0,%
placed_design,port-buffer-count,99,
detailed_routing,first_iter_violations,246,
## per-layer routing
| layer | track usage [%] | share of wire, % | routed length [um] |
|---|---|---|---|
| met1 | 35.9 | 48 | 5600 |
| met2 | 39.4 | 45 | 5200 |
| met3 | 0.938 | 5.3 | 614 |
| met4 | 3.67 | 1.5 | 173 |
| met5 | 0 | 0 | 0 |
## synth_stat cells, types with 10 or more instances
cell / instances
a21oi_1: 61
a31oi_1: 10
clkbuf_1: 24
ha_1: 63
inv_1: 55
nand2_1: 27
nand3_1: 13
nor2_1: 89
nor2b_1: 14
nor3_1: 19
o211ai_1: 13
o21ai_0: 26
o31ai_1: 12
xnor2_1: 25
## stage by stage
step / instances / utilization (%)
floorplan: 582 / -
global placement: 757 / 53.4
detailed placement: 757 / 53.4
CTS: 757 / 53.4
global route: 757 / 53.4
finish: 757 / 53.4
## area by class of cell
cell class / instances / area [sq um]
Fill cell: 878 / 4150
Timing Repair Buffer: 102 / 1010
Multi-Input combinational cell: 485 / 3360
Tap cell: 108 / 135
Inverter: 62 / 233
## power by group
group	switching (mW)	leakage, nW	internal, mW
Combinational	0.0553	2.04	0.0523
Sequential	0	0	0
Clock	0	0	0
## logic make-up after synthesis
family / after synthesis / synth area share (%)
and+or+nand+nor: 197 / 24.5
AOI/OAI and AO/OA: 189 / 34.6
buffers and inverters: 97 / 10.3
adders and majority gates: 65 / 22.1
xor gates and xnor gates: 26 / 6.07
muxes: 8 / 2.44
## worst max-delay path: stages
cell and delay, ns:
clkdlybuf4s50_1 0.46, ha_1 0.24, fa_1 0.39, nor2b_2 0.17, o311a_1 0.35, o211a_1 0.30
o311ai_4 0.31, nand2_2 0.11, a21bo_1 0.24, a2111oi_4 0.34, nor3_2 0.10, mux2_4 0.30
clkdlybuf4s50_1 0.40
## worst max path at each step
stage	to	cells past startpoint
CTS	EXaluOut[23]	13
global route	EXaluOut[31]	13
finish	EXaluOut[30]	13
Power figures rest on the tool's default switching activity, not on a simulated workload.

<file path="config.mk">
export PLATFORM = sky130hd
export DESIGN_NAME = writeback
export DESIGN_NICKNAME = writeback
export VERILOG_FILES = /design/flow/design.v
export SDC_FILE = /design/flow/constraint.sdc
export NUM_CORES = 4
export LEC_CHECK = 1
export CORE_AREA = 10 10 70 70
export DIE_AREA = 0 0 80 80
</file>
<file path="constraint.sdc">
current_design writeback

set clk_period 1.0
set clk_io_pct 0.2

create_clock -name clk0 -period $clk_period

set non_clock_inputs [all_inputs -no_clocks]
set_input_delay [expr $clk_period * $clk_io_pct] -clock clk0 $non_clock_inputs
set_output_delay [expr $clk_period * $clk_io_pct] -clock clk0 [all_outputs]
</file>
<file path="design.v">
`timescale 1ns / 1ps
module mux2to1_32bit(out,ctrl,in1,in2);
input ctrl;
input [31:0]in1,in2;
output reg [31:0] out;
always @(*)
begin
case(ctrl)
1'b0:out=in1;
1'b1:out=in2;
endcase
end
endmodule
`timescale 1ns / 1ps
module writeback(WBresult,WBmemtoReg,WBreaddata,WBaluOut);
input WBmemtoReg;
input [31:0]WBreaddata,WBaluOut;
output [31:0]WBresult;
mux2to1_32bit memORreg(WBresult,WBmemtoReg,WBaluOut,WBreaddata);
endmodule
</file>
<file path="run.sh">
#!/bin/bash
# OpenROAD 26Q1-2900-gdf79404cd8, Yosys 0.63+post, stock flow scripts
make -C /OpenROAD-flow-scripts/flow DESIGN_CONFIG=/design/flow/config.mk WORK_HOME=/design/flow/orfs finish
</file>
==> out/results.ini <==
[route]
ant_nets = 0
totalWireLength_mm = 2.84
drtIter0Drc = 10
viasPerCell = 3.91
dr.pass1.iters = 4
via_count = 708
wire_per_inst_um = 15.7
antenna_cells = 0
post-route-drc-count = 0

[pwr]
power_uw = 592
ir_drop_mv = 0.181
p_leak_uw = 0.000840
cellPowerDensity_nw_per_um2 = 386

[floorplanning]
die_h_um = 80
fp.coreArea_um2 = 3420
die_area_um2 = 6400
ios = 97
die-width_um = 80
initCoreUtil_pct = 15.9
rows = 21

[finish]
syn2layout_area_growth_pct = 182
clock_buffers = 0
register_area_um2 = 0
drive_gt1_share_pct = 52.6
design_area_um2 = 1530
final_common_cell = dlygate4sd2_1
final_cell_mix = 64 x dlygate4sd2_1, 32 x mux2_4, 17 x buf_6
final_util_pct = 44.9
flops = 0
fillCellCount = 347

[critical_path]
start_kind = input port
required_ns = 0.80
cp.arrival_ns = 0.89
endpoint_kind = output pin
path_max_fanout = 6
startpoint = WBmemtoReg
path_class = in -> out

[global_routing]
track_usage_pct = 7.99
antenna_found_initial = 0
grt_max_degree = 10
grt_pass1_wl_mm = 4.17
grt_overflow = 0
grt_pass1_vias = 770

[sta]
finalSetupViolCount = 32
timing.final.crit_share_pct = 109
relSlewSlack_pct = 93.4
final_max_slew_viol_count = 0
holdWs_ns = 0.795
rsz0062_at_grt = yes
fin_setup_tns_ns = -2.39
setup_ws_ns = -0.0858
min_period_ns = 1.09
hold_viol = 0
fmax_ghz = 0.921
worst_slew_pin_slew_ns = 0.0989

[logic_synthesis]
synthTopCellsByArea = mux2_4 83%, buf_12 11%, mux2_2 4.1%
ys_warn_count = 1
ys_types = 4
top_area_share_pct = 82.8
yosysTopAreaCell = mux2_4
synth.cell_area_um2 = 544
ys_area_um2 = 544
avgSynthCellArea_um2 = 15.1
ys_seq_share_pct = 0
syn-instance-count = 36
ys_cells = 36

[run_status]
status = finished with violations
violations = negative setup slack

[place]
place_area_um2 = 1540
gp_congestion = 0.759
port_buffers = 97

[hold_path]
min-delay-path-class = in -> out
hold_path_startpoint = WBaluOut[24]

[run]
max_cap_violations = 0
tool_warnings = 34

[clock_network]
ctsHoldBuffers = 0

repair_timing:
| action | in CTS | in global routing |
|---|---|---|
| setup buffers | 0 | 0 |
| endpoints found under the setup margin | 32 | 32 |
| gates resized | 182 | 4 |
| cloned | 3 | 1 |
worst paths after layout:
check                          end  cells after the start
worst max-delay path  WBresult[25]                      4
worst min-delay path  WBresult[24]                      3
per-stage QoR:
step / worst slack [ns] / instances
floorplan: 0.0669 / 36
global placement: -0.494 / 177
detailed placement: -0.497 / 177
CTS: -0.0876 / 180
global route: -0.106 / 181
finish: -0.0858 / 181
final cells by class:
cell class / instances / area, um2 / area share [%]
multi-input cells: 32 / 480 / 31.3
repair buffers: 103 / 995 / 64.9
well taps: 46 / 57.6 / 3.76
synth_stat cells (all sizes together):
library cell,instances
mux2,32
buf,4
worst max-delay path: stages:
cell,delay [ns]
buf_12,0.13
clkbuf_16,0.15
mux2_4,0.28
buf_2,0.11
logic make-up (layout without fill, tap and decap cells):
group / count (synthesis) / in the layout / share of synthesized area (%)
muxes: 32 / 32 / 86.9
buffers and inverters: 4 / 103 / 13.1
per-layer routing:
layer  up-vias  track usage [%]  routed length (um)
met5         -                0                   0
met4         0                0                   0
met3         0             2.73                 281
met2        51             13.4                1370
met1       317             10.2                1190
li1        340                -                   -
where the power goes:
group	total [uW]	leakage [uW]	internal (uW)	switching [uW]
logic	592	0.000840	461	132
clock network	0	0	0	0
registers	0	0	0	0
No activity file was given, so power comes from the tool's default toggle rates.
